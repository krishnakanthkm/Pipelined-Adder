File: design.v
module pipeline (input clk, rst, input [15:0] a, b, input cin, output [15:0] psum, output cout);
reg [3:0] ai, ai_d, bi, bi_d, aj, aj_d, bj, bj_d, ak, ak_d, bk, bk_d, al, al_d, 
    bl, bl_d, a2, a2_d, b2, b2_d, a21, a21_d, b21, b21_d, a3, a3_d, a31, 
    a31_d, b31, b31_d, a1, a1_d, b1, b1_d, b3, b3_d, a32, a32_d, b32, b32_d;
reg [3:0] s0, s0_d, s1, s1_d, s01, s01_d, s2, s2_d, s02, s02_d, s11, s11_d;
reg co0, co0_d, co1, co1_d, co2, co2_d, ci, ci_d;
carry_select cs0 (.a(ai), .b(bi), .cin(ci), .csum(s0_d), .cout(co0_d));
carry_select cs1 (.a(a1), .b(b1), .cin(co0), .csum(s1_d), .cout(co1_d));
carry_select cs2 (.a(a21), .b(b21), .cin(co1), .csum(s2_d), .cout(co2_d));
carry_select cs3 (.a(a32), .b(b32), .cin(co2), .csum(psum[15:12]), .cout(cout));
assign psum[11:8] = s2;
assign psum[7:4] = s11;
assign psum[3:0] = s02;
always @(*) begin
    ai_d = a[3:0]; bi_d = b[3:0]; aj_d = a[7:4]; bj_d = b[7:4]; ak_d = a[11:8]; bk_d = b[11:8]; al_d = a[15:12]; bl_d = b[15:12];
    ci_d = cin;
    s01_d =   s0; s02_d =   s01;
    a1_d =  aj; b1_d =  bj;
    a2_d =  ak; b2_d =  bk; a21_d =  a2; b21_d =  b2;
    s11_d =  s1;
    a3_d =  al; b3_d =  bl; a31_d =  a3; b31_d =  b3; a32_d =  a31; b32_d =  b31;
end
always @(posedge(clk) or posedge(rst)) begin
    if(rst) begin
        s0  <=      0;
        co0 <=      0;
        s01 <=      0;
        s02 <=      0;
        a1  <=      0;
        b1  <=      0;
        s1  <=      0;
        co1 <=      0;
        s11 <=      0;
        a2  <=      0;
        b2  <=      0;
        a21 <=      0;
        b21 <=      0;
        s2  <=      0;
        co2 <=      0;
        a3  <=      0;
        b3  <=      0;
        a31 <=      0;
        b31 <=      0;
        a32 <=      0;
        b32 <=      0;
        ai  <=      0;
        bi  <=      0;
        aj  <=      0;
        bj  <=      0;
        ak  <=      0;
        bk  <=      0;
        al  <=      0;
        bl  <=      0;
        ci  <=      0;
    end
    else begin
        s0      <= #1 s0_d;
        co0     <= #1 co0_d;
        s01     <= #1 s01_d;
        s02     <= #1 s02_d;
        a1      <= #1 a1_d;
        b1      <= #1 b1_d;
        s1      <= #1 s1_d;
        co1     <= #1 co1_d;
        s11     <= #1 s11_d;
        a2      <= #1 a2_d;
        b2      <= #1 b2_d;
        a21     <= #1 a21_d;
        b21     <= #1 b21_d;
        s2      <= #1 s2_d;
        co2     <= #1 co2_d;
        a3      <= #1 a3_d;
        b3      <= #1 b3_d;
        a31     <= #1 a31_d;
        b31     <= #1 b31_d;
        a32     <= #1 a32_d;
        b32     <= #1 b32_d;
        ai      <= #1 ai_d;
        bi      <= #1 bi_d;
        aj      <= #1 aj_d;
        bj      <= #1 bj_d;
        ak      <= #1 ak_d;
        bk      <= #1 bk_d;
        al      <= #1 al_d;
        bl      <= #1 bl_d;
        ci      <= #1 ci_d;
    end
end
endmodule : pipeline
module carry_select (input [3:0] a, b, input cin, output [3:0] csum, output cout);
    wire [3:0] s0, s1;
    wire c0, c1;
    ripple_carry r1 (.a(a), .b(b), .cin(1'b0), .rsum(s0), .cout(c0));
    ripple_carry r2 (.a(a), .b(b), .cin(1'b1), .rsum(s1), .cout(c1));
    mux #(4) m1 (.in0(s0), .in1(s1), .sel(cin), .out(csum));
    mux #(1) m2 (.in0(c0), .in1(c1), .sel(cin), .out(cout));
endmodule : carry_select
module mux(in0, in1, sel, out);
    parameter width = 16;
    input [width-1:0] in0, in1;
    input sel;
    output [width-1:0] out;
    assign out = (sel)?in1:in0;
endmodule : mux
module ripple_carry (input [3:0] a, b, input cin, output [3:0] rsum, output cout);
    wire c1, c2, c3;
    full_adder f1(.a(a[0]), .b(b[0]), .cin(cin), .fsum(rsum[0]), .cout(c1));
    full_adder f2(.a(a[1]), .b(b[1]), .cin(c1), .fsum(rsum[1]), .cout(c2));
    full_adder f3(.a(a[2]), .b(b[2]), .cin(c2), .fsum(rsum[2]), .cout(c3));
    full_adder f4(.a(a[3]), .b(b[3]), .cin(c3), .fsum(rsum[3]), .cout(cout));
endmodule : ripple_carry
module full_adder(input a, b, cin, output fsum, cout);
    wire sum_1;
    wire cout_1,cout_2;
    half_adder ha1 (.a(a), .b(b), .hsum(sum_1), .cout(cout_1));
    half_adder ha2 (.a(cin), .b(sum_1), .hsum(fsum), .cout(cout_2));
    or o (cout, cout_1, cout_2);
endmodule : full_adder
module half_adder(input a, b, output hsum, cout);
    xor px (hsum,a,b);
    and pa (cout,a,b);
endmodule : half_adder
File: run.sh
#!/bin/bash
# OpenROAD 26Q1-2900-gdf79404cd8, Yosys 0.63+post, stock flow scripts
make -C /OpenROAD-flow-scripts/flow DESIGN_CONFIG=/design/flow/config.mk WORK_HOME=/design/flow/orfs finish
File: config.mk
export PLATFORM = sky130hd
export DESIGN_NAME = pipeline
export DESIGN_NICKNAME = pipeline
export VERILOG_FILES = /design/flow/design.v
export SDC_FILE = /design/flow/constraint.sdc
export NUM_CORES = 4
export LEC_CHECK = 1
export CORE_UTILIZATION = 50
File: constraint.sdc
current_design pipeline

set clk_period 2.9
set clk_io_pct 0.2

create_clock -name clk0 -period $clk_period [get_ports {clk}]

set non_clock_inputs [all_inputs -no_clocks]
set_input_delay [expr $clk_period * $clk_io_pct] -clock clk0 $non_clock_inputs
set_output_delay [expr $clk_period * $clk_io_pct] -clock clk0 [all_outputs]
==> metrics.cfg <==
[die]
die_h_um = 83.1
fp.dieW_um = 83.1
fp_util_pct = 51.7
fp-row-count = 29
chipArea_mm2 = 0.00690
ioPinCount = 52
core_mm2 = 0.00635

[placed_design]
dp_hpwl_um = 2170
dpl_cell_area_mm2 = 0.00392
dp.cells = 311
io_buffers = 51
gp_congestion = 0.717

[worst_setup_path]
crit_path_top_delay_cell = fa_2
start_kind = register
crit_chain = inv_1 -> ha_2 -> mux2i_2 -> fa_2 -> inv_2 -> fa_2 -> fa_2 -> inv_2 -> buf_2
path_class = register to primary output
cp_max_fo = 2
critPathCaptureType = primary output
arrival_ns = 2.34
slowest_delay_ns = 0.54
reg2reg_depth = 8
worstPathRequired_ns = 2.32
cp_common_cell = fa_2

[run_status]
violations = setup timing
status = finished, violations left

[clocking]
clock-sinks = 108
clkTransAtPathRegs_ns = 0.09
clk_path_buf_depth = 2
postCtsSetupRepairBufs = 0
cts_tree = done
clk_latency_ns = 0.34
htreeDepth = 3
cts_buffers = 9
cts_root_buffer = clkbuf_8
holdBufCountCts = 0

[timing]
finalCritPeriodShare_pct = 101
drv_slew = 0
hold_ws_ns = 0.346
fmax_ghz = 0.343
hold_violations = 0
setup_ws_ns = -0.0184
worst_slew_pin_slew_ns = 0.519
finalCriticalPeriod_ns = 2.92
max-slew-margin-rel_pct = 65.4
fin_skew_ns = 0.00667
setup_viol = 1
grt_setup_unrepaired = yes

[detailed_routing]
dr.pass1.iters = 3
vias = 1390
avgViaCountPerCell = 4.25
drt-initial-drc-count = 65
antenna_left = 0
wl_per_cell_um = 10.1
antenna_cells = 0
wl_um = 3320
route.detailed.drc = 0

[yosys]
yosys.area_share.aoi_pct = 0.152
syn_area_mm2 = 0.00329
ys_sh_mux_pct = 0.914
ys_sh_simple_pct = 0.114
synth_area_per_cell_um2 = 18.1
synth_stat.cells = 182
syn_inst = 182
ys_area_mm2 = 0.00329
ys_types = 8
synthTopLogicFamily = adder cells
ys_ff = 108
synthXorXnorAreaFrac_pct = 1.07
ys_seq_share_pct = 82.3
synth-adder-area-share_pct = 10.4
synth_warnings = 1

[global_routing]
gr-total-overflow = 0
grt_usage_pct = 11.8
grt_max_degree = 109
grt_pass1_wl_um = 5970
grt_antenna_before_repair = 0
grt_pass1_vias = 1361

[cells_and_area]
lay_top_count = dfrtp_1
fillCellCount = 417
layout-drive-gt1-share_pct = 11.2
post-route-cell-area_mm2 = 0.00414
finalNonFillerCells = 327
area_delta_synth_final_pct = 25.9
lay_top_cells = 108 x dfrtp_1, 48 x clkdlybuf4s50_1, 41 x inv_1, 9 x fa_1, 9 x clkbuf_8
post-route-util_pct = 65.2

[power]
power_mw = 2.82
netSwitchingFraction_pct = 19.8
p_seq_share_pct = 59.0
leakage_nw = 1.98
p_comb_share_pct = 8.0
internal_power_mw = 2.26
netSwitchingPower_uw = 560
power_density_mw_per_mm2 = 682
peakVddDrop_uv = 502
power_frac_clock_pct = 33.0

[hold_path]
min_path_type = register to register
whs_path_depth = 0

[job]
warning_count = 33
cap_violations = 0

[metal layers]
| metal | global-route usage (%) | routed length [um] | vias to the layer above |
|---|---|---|---|
| met3 | 4.74 | 208 | 7 |
| met5 | 0 | 0 | - |
| met2 | 18.9 | 1770 | 38 |
| met4 | 1.57 | 59 | 0 |
| met1 | 17.0 | 1280 | 703 |
| li1 | - | - | 642 |
[worst max-delay path, delay by kind of cell, from the launching register on]
family | cells | cell delay, ns
fa+ha+maj | 4 | 1.26
flops | 1 | 0.36
mux | 1 | 0.16
buf+inv | 4 | 0.21
[logic make-up (layout without fill, tap and decap cells)]
group,after synthesis,count (layout)
flops,108,108
simple gates,1,1
xor+xnor,4,4
compound gates,1,1
buf+inv,45,113
fa+ha+maj,20,20
mux,3,3
[path summary, 6_finish.rpt]
path / startpoint / endpoint / slack (ns)
max in group asynchronous: rst / a3[2] / 1.79
max: a32[0] / psum[15] / -0.02
min in group asynchronous: rst / ai[2] / 0.73
max reg2reg: b21[0] / s2[3] / 0.74
min reg2reg: b3[1] / b31[1] / 0.35
min: b3[1] / b31[1] / 0.35
[cell usage after synthesis]
master   instances  area (um2)
dfrtp_1        108        2700
inv_1           45         169
fa_1            12         240
ha_1             8         100
xor2_1           4        35.0
mux2i_1          3        30.0
nand2_1          1        3.75
o21ai_0          1        5.00
[layout make-up]
class	instances	area (um2)	share of cell area, %
clock inverters	6	88.8	2.15
flip-flops and latches	108	2700	65.3
inverters	45	173	4.17
clock buffers	10	128	3.08
well taps	77	96.3	2.33
multi-input cells	29	430	10.4
repair buffers	52	519	12.5
[per-stage QoR]
stage | setup WS [ns] | setup TNS (ns)
finish | -0.0184 | -0.0184
global placement | -0.104 | -0.159
CTS | -0.0486 | -0.0486
global route | -0.158 | -0.158
detailed placement | -0.146 | -0.242
floorplan | 0.356 | 0
[repair_timing]
item,in CTS,in global routing
pin swaps,4,0
resized,12,4
setup endpoints to repair,3,2
hold endpoints to repair,0,0
[power by group through the flow]
stage,Combinational (mW),Sequential (mW),Clock (mW)
6_report,0.226,1.67,0.931
4_1_cts,0.231,1.67,0.970
5_1_grt,0.259,1.68,1.04
